**flow/config.mk**
```make
export PLATFORM = sky130hd
export DESIGN_NAME = Timer_Mux
export DESIGN_NICKNAME = Timer_Mux
export VERILOG_FILES = /design/flow/design.v
export SDC_FILE = /design/flow/constraint.sdc
export NUM_CORES = 4
export LEC_CHECK = 1
export CORE_AREA = 10 10 110 110
export DIE_AREA = 0 0 120 120
```
**flow/constraint.sdc**
```tcl
current_design Timer_Mux

set clk_period 6.8
set clk_io_pct 0.2

create_clock -name clk0 -period $clk_period [get_ports {clk}]

set non_clock_inputs [all_inputs -no_clocks]
set_input_delay [expr $clk_period * $clk_io_pct] -clock clk0 $non_clock_inputs
set_output_delay [expr $clk_period * $clk_io_pct] -clock clk0 [all_outputs]
```
**flow/design.v**
```verilog
`timescale 1ns / 10ps
module Mux( 
    input [2:0] sel,               
    output reg [31:0] data
    );        
    wire [31:0] t1,t2,t3,t4,t5;
    assign t1 = 5;           
    assign t2 = 6;           
    assign t3 = 5;          
    assign t4 = 3;           
    assign t5 = 3;          
   always @ (t1 or t2 or t3 or t4 or t5 or sel)  
   begin  
      case (sel)  
         3'b001 : data = t1;  
         3'b010 : data = t2;
         3'b011 : data = t3; 
         3'b100 : data = t4; 
         3'b101 : data = t5; 
         default: data = t1;
      endcase  
   end  
endmodule  
`timescale 1ns / 10ps
module Timer(
    input clk,
    input reset,
    input wire [31:0] data,
    input en,
    input load,
    output reg timeOut
    );
    reg [31:0] count;
    reg [31:0] timeval;
    always @(posedge clk) 
    begin
      timeOut = 0;
      if (reset)
      begin
      count = timeval;  
      end
      else if (load)
      begin
      timeval = data; 
      count = timeval;
      end
      else if (en)
      begin    
        if (count == 0)
        timeOut = 1;
        else
        count = count-1;
      end
    end
endmodule
`timescale 1ns / 10ps
module Timer_Mux(
	input clk,
	input reset,
	input en,
	input load, 
    input [2:0] Mux_Sel,               
	output timeOut
    );        
	wire [31:0] data;
	Timer TMR(clk,reset,data,en,load,timeOut);
	Mux Multiplexer(Mux_Sel,data);
endmodule  
```
**flow/run.sh**
```bash
#!/bin/bash
# OpenROAD 26Q1-2900-gdf79404cd8, Yosys 0.63+post, stock flow scripts
make -C /OpenROAD-flow-scripts/flow DESIGN_CONFIG=/design/flow/config.mk WORK_HOME=/design/flow/orfs finish
```
==> flow_summary.json <==
{
  "dp.final_hpwl_um": 2750,
  "gr-usage-met1": 0.0732,
  "period_used_share": 0.527,
  "setup_violations": 0,
  "netlist_area_um2": 2010,
  "xor_area_frac": 0.0392,
  "fmaxAchievable_mhz": 279,
  "netlist.area_leader.share": 0.523,
  "openroad.warnings": 25,
  "edf_count": 35,
  "crit_type": "primary input to flip-flop",
  "ir_drop_uv": 69.2,
  "finClkSkew_ns": 0.00594,
  "yosys.stat.seqShare": 0.533,
  "grt_pass1_wl_um": 6640,
  "hold_viol": 0,
  "grt_pass1_vias": 1442,
  "lay_top_cells": "edfxtp_1, nor2_1, a21oi_1",
  "maxCapViolations": 0,
  "grt_use_met3": 0.0262,
  "cts_tree": "yes",
  "route.detailed.drc": 0,
  "cts-resized-gates": 0,
  "grt.total_usage": 0.0557,
  "fin_crit_ns": 3.58,
  "h-tree-depth": 2,
  "clkSlewWorstSetupHoldPaths_ns": 0.06,
  "crit_fanout": 23,
  "fp-row-count": 36,
  "post-cts-setup-buffers": 0,
  "wl_per_cell_um": 11.9,
  "muxShareOfSynthArea": 0.0249,
  "syn2layout_area_growth_pct": 15.6,
  "leakage_nw": 0.759,
  "met2_usage": 0.0846,
  "ys_seq_elements": 36,
  "start_kind": "primary input",
  "crit_required_ns": 6.82,
  "die-width_um": 120,
  "vias": 1473,
  "final_cell_area_um2": 2320,
  "outcome": "complete, no violations",
  "core_area_um2": 9770,
  "logic_family": "simple AND/OR/NAND/NOR gates",
  "ys_cells": 188,
  "slew_viol_final": 0,
  "simple_gate_share": 0.256,
  "wl_um": 3930,
  "adder_share": 0.00623,
  "rsz0062_at_grt": "no",
  "ant_nets": 0,
  "crit_arrival_ns": 3.60,
  "holdCritPathClass": "flip-flop to flip-flop",
  "numClockSinks": 36,
  "antenna_found_initial": 0,
  "die-area_um2": 14400,
  "place_congestion": 0.826,
  "fp_util": 0.206,
  "yosysTopAreaCell": "edfxtp_1",
  "diodes": 0,
  "insertion_delay_ns": 0.29,
  "fp.dieH_um": 120,
  "pin_count": 8,
  "yosys_area_um2": 2010,
  "viasPerCell": 4.48,
  "worst_pin_slew_ns": 0.632,
  "port_buffers": 7,
  "power_density_nw_per_um2": 222,
  "holdBufCountCts": 0,
  "synth_cells": 188,
  "dpl_cell_area_um2": 2220,
  "synth_cell_types": 36,
  "numCtsBuffers": 5,
  "overflow": 0,
  "grt_start_max_net_pins": 24,
  "syn_avg_cell_area_um2": 10.7,
  "top_cells_by_area": "edfxtp_1, or3_1, a21oi_1, nor2_1, xor2_1",
  "relSlewSlack": 0.576,
  "clk_root_buffer_cell": "clkbuf_8",
  "yosys_warnings": 2,
  "cts_buffer_depth": 2,
  "drt_iter0_drc": 90,
  "setup-tns-final_ns": 0,
  "busiest_layer": "met2",
  "final_util": 0.238,
  "synthFlopType": "edfxtp_1",
  "drive_above_1_share": 0.0969,
  "synthArstFlopShare": 0,
  "firstDrtPassIters": 4,
  "cp-end-kind": "flip-flop",
  "compound_area_frac": 0.117,
  "nFillCells": 1023,
  "lay_top_count": "edfxtp_1"
}
synthesized netlist by cell type, types with 4 or more instances:
cell type  count
nor4_1         8
edfxtp_1      35
clkbuf_1       6
nor2_1        18
mux2i_1        5
inv_1          4
a21oi_1       15
or3_1         14
o21ai_0       11
or4_1          7
o31ai_1        6
nand2_1       13
xor2_1         7
cells by family after synthesis:
kind of cell    Yosys count
fa+ha+maj                 1
mux                       5
buf+inv                  12
xor+xnor                  9
simple gates             86
flops                    36
compound gates           39
power by group:
| group | switching [W] | internal, W | total, W |
|---|---|---|---|
| Sequential | 0.0000165 | 0.000261 | 0.000277 |
| Clock | 0.0000730 | 0.0000924 | 0.000165 |
| Combinational | 0.0000449 | 0.0000280 | 0.0000729 |
through the flow:
stage | hold WS [ns] | total power (W) | setup slack, ns | std cells
after global placement | 0.553 | 0.000353 | 2.98 | 321
after CTS | 0.549 | 0.000519 | 3.24 | 329
after detailed placement | 0.530 | 0.000354 | 2.95 | 321
final | 0.540 | 0.000515 | 3.22 | 329
after floorplan | 0.496 | 0.000334 | 3.36 | 188
after global routing | 0.595 | 0.000542 | 3.03 | 329
critical path, stage by stage:
cell and delay (ns):
clkdlybuf4s50_1 0.59, nor2_1 0.50, nand4_1 0.16, nor4_1 0.47, nor2_2 0.21, buf_4 0.29
cell type report:
cell class,instances,area (um2),area share
timing repair buffer,8,77.6,0.0334
inverter,4,15.0,0.00646
clock buffer,8,100,0.0431
multi-input combinational,140,893,0.384
sequential,36,1070,0.461
tap,133,166,0.0716
state kept, by name (all words and copies together) (netlist names):
signal	count
TMR.count	32
TMR.timeOut	1
TMR.timeval	3
layer usage:
metal,wire [um],part of all wire,up-vias
met5,0,0,-
met4,66,0.017,0
met3,288,0.073,6
met2,1700,0.43,29
met1,1880,0.48,699
li1,-,-,739
final timing paths:
check	from	depth (start not counted)	end	slack [ns]
worst max-delay path	load	6	TMR.count[1]	3.22
worst min-delay path	TMR.timeval[0]	2	TMR.count[0]	0.54
worst max register to register	TMR.count[0]	7	TMR.count[1]	3.91
worst min register to register	TMR.timeval[0]	2	TMR.count[0]	0.54
No activity file was given, so power comes from the tool's default toggle rates.
