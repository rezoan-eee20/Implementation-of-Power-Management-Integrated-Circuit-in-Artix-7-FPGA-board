File: ./config.mk
export PLATFORM = sky130hd
export DESIGN_NAME = Down_Counter
export DESIGN_NICKNAME = Down_Counter
export VERILOG_FILES = /design/flow/design.v
export SDC_FILE = /design/flow/constraint.sdc
export NUM_CORES = 4
export LEC_CHECK = 1
export CORE_UTILIZATION = 30
File: ./constraint.sdc
current_design Down_Counter

set clk_period 6.7
set clk_io_pct 0.2

create_clock -name clk0 -period $clk_period [get_ports {clk}]

set non_clock_inputs [all_inputs -no_clocks]
set_input_delay [expr $clk_period * $clk_io_pct] -clock clk0 $non_clock_inputs
set_output_delay [expr $clk_period * $clk_io_pct] -clock clk0 [all_outputs]
File: ./design.v
`timescale 1ns / 10ps
module Down_Counter(
    input clk,
    input reset,
    input en,
    output wire [31:0] count_value,
    output reg [31:0] count 
    );
    assign count_value = 32'd15;
    always @(posedge clk or posedge reset) 
	begin
      if (reset) count = count_value;
      else 
	  begin
         if (count==0) count = count_value;
          else
          begin
            if (en) count=count-1;
			else count=count;
		  end	
      end     
    end
endmodule
File: ./run.sh
#!/bin/bash
# OpenROAD 26Q1-2900-gdf79404cd8, Yosys 0.63+post, stock flow scripts
make -C /OpenROAD-flow-scripts/flow DESIGN_CONFIG=/design/flow/config.mk WORK_HOME=/design/flow/orfs finish
==> impl_metrics.env <==
# yosys + openroad results
export IMPL_result_of_the_run="finished clean"
export IMPL_worst_setup_path_type="input port to register"
export IMPL_fp_row_count=28
export IMPL_rsz_0062_raised_after_global_routing="no"
export IMPL_leakagePower_nw=1.011
export IMPL_area_growth_syn_to_layout_pct=20.21
export IMPL_grt_pass1_vias=1306
export IMPL_cp_cell_sequence="clkdlybuf4s50_1 > or4b_1 > nor2_1 > nand3_2 > or4_1 > a21oi_1"
export IMPL_grtUsageTotal_pct=12.74
export IMPL_power_density_nw_per_um2=352.1
export IMPL_detailedPlacementHpwl_um=2779
export IMPL_swShare_pct=34.32
export IMPL_grt_first_pass_wirelength_um=6492
export IMPL_power_net_switching_w=0.0002779
export IMPL_grt_start_max_net_pins=33
export IMPL_synth_seq_area_share_pct=42.12
export IMPL_syn_instance_count=206
export IMPL_yosysUniqueCellTypes=34
export IMPL_io_pins=67
export IMPL_mappedNetlistArea_sq_um=1913
export IMPL_cts_hold_buffers_added=0
export IMPL_worstRegToRegCells=6
export IMPL_critPathMaxFanout=7
export IMPL_numSynthFlops=32
export IMPL_synth_top_cell_by_area="sky130_fd_sc_hd__dfrtp_1"
export IMPL_die_size_x_um=81.86
export IMPL_yosys_area_top_type_share_pct=36.63
export IMPL_cts_buffers=5
export IMPL_warning_count=25
export IMPL_regToRegEndpoint="count[31]"
export IMPL_worst_r2r_start="count[9]"
export IMPL_setup_viol=0
export IMPL_cts_repair_resized=0
export IMPL_ys_cells=206
export IMPL_grt_remaining_overflow=0
export IMPL_slew_headroom_pct=41.25
export IMPL_timing_hold_violations_final=0
export IMPL_top_area_cell_types="sky130_fd_sc_hd__dfrtp_1 (37%), sky130_fd_sc_hd__buf_4 (13%), sky130_fd_sc_hd__nor2_1 (6.5%)"
export IMPL_critPathCaptureType="register"
export IMPL_internal_power_w=0.0005318
export IMPL_worst_path_max_delay_cell="sky130_fd_sc_hd__clkdlybuf4s50_1"
export IMPL_clock_tree_root_cell="sky130_fd_sc_hd__clkbuf_8"
export IMPL_drt_wirelength_per_cell_um=12.18
export IMPL_dr_pass1_iters=4
export IMPL_insertion_delay_ns=0.28
export IMPL_finalClockPeriodUsage_pct=50.40
export IMPL_netlist_top_cells_count="sky130_fd_sc_hd__nor2_1 (33), sky130_fd_sc_hd__buf_4 (32), sky130_fd_sc_hd__dfrtp_1 (28), sky130_fd_sc_hd__nand2_1 (12), sky130_fd_sc_hd__xor2_1 (12)"
export IMPL_synth_avg_cell_area_sq_um=9.287
export IMPL_drv_slew=0
export IMPL_dr_total_vias=1449
export IMPL_place_detailed_instances=309
export IMPL_worstSetupStartpointType="input port"
export IMPL_r2r_setup_slack_ns=3.70
export IMPL_worst_pin_slew_ns=0.8780
export IMPL_cts_clk_slew_worst_paths_ns=0.07
export IMPL_vdd_ir_drop_max_uv=159.3
export IMPL_timing_critical_path_slowest_cell_delay_ns=0.59
export IMPL_synth_yosys_warnings=1
export IMPL_synth_async_sr_flop_share_pct=100.0
export IMPL_placed_area_sq_um=2210
export IMPL_achievable_frequency_mhz=296.1
export IMPL_floorplan_core_area_sq_um=6026
export IMPL_die_area_sq_um=6700
export IMPL_layout_min_cycle_time_ns=3.377
export IMPL_power_sequential_fraction_pct=42.2
export IMPL_antennaDiodeCount=0
export IMPL_cp_startpoint="en"
export IMPL_hold_path_class="register to register"
export IMPL_htree_num_levels=2
export IMPL_drc=0
export IMPL_timing_critical_path_arrival_ns=3.59
export IMPL_commonest_flop="sky130_fd_sc_hd__dfrtp_1"
export IMPL_yosys_cell_count_top_type="sky130_fd_sc_hd__nor2_1"
export IMPL_layout_drive_gt1_share_pct=7.851
export IMPL_seq_area_sq_um=805.8
export IMPL_place_gp_congestion=0.7764
export IMPL_clock_skew_ns=0.005296
export IMPL_detail_route_wirelength_um=3860
export IMPL_initial_core_util_pct=31.75
export IMPL_cts_buffer_depth=2
export IMPL_tritoncts="built"
export IMPL_initialDrtViolationCount=82
export IMPL_fin_area_sq_um=2300
export IMPL_fill_cells=589
export IMPL_post_drt_antenna_nets=0
export IMPL_tns_ns=0
export IMPL_finish_cell_count_without_fillers=317
export IMPL_die_h_um=81.86
export IMPL_setup_worst_path_end="count[29]"
export IMPL_largest_register_ffs=32
export IMPL_post_cts_setup_repair_bufs=0
export IMPL_max_cap_violations=0
export IMPL_clock_sink_count=32
export IMPL_vias_per_cell=4.571
export IMPL_synth_area_yosys_sq_um=1913
export IMPL_numPortBuffers=34
export IMPL_grt_antenna_before_repair=0
export IMPL_pwr_share_clk_pct=18.6
export IMPL_critPathRequiredTime_ns=6.91
export IMPL_enable_flop_cells=0
export IMPL_combGateArea_sq_um=943.4
export IMPL_combPwrFrac_pct=39.2
## logic make-up after synthesis
kind of cell	share of synthesized area, %
compound gates	4.185
xor+xnor	10.53
fa+ha+maj	0.6539
buf+inv	14.45
flops	42.12
other cells	0.3926
simple gates	27.66
## how the worst min path moves through the flow
stage	startpoint	slack (ns)	end	depth (start not counted)
after global routing	count[28]	0.56	count[28]	1
final	count[2]	0.52	count[2]	2
after CTS	count[2]	0.53	count[2]	2
## critical path: cells and delay by family
family	cells	cell delay, ns
simple gates	4	1.51
compound gates	1	0.15
buf+inv	1	0.59
## stage by stage
| step | worst slack (ns) | utilization (%) | hold slack [ns] | total power (W) |
|---|---|---|---|---|
| 6_report | 3.323 | 38.16 | 0.5178 | 0.0008097 |
| 3_3_place_gp | 3.068 | 36.67 | 0.5139 | 0.0006602 |
| 4_1_cts | 3.317 | 38.16 | 0.5254 | 0.0008185 |
| 3_5_place_dp | 3.031 | 36.67 | 0.5128 | 0.0006641 |
| 5_1_grt | 3.105 | 38.16 | 0.5558 | 0.0008793 |
| 2_1_floorplan | 3.812 | - | 0.4495 | 0.0005143 |
## cell type report
cell class              instances  share of cell area [%]
clock buffers                   8                   3.917
flip-flops and latches         32                   35.04
well taps                      75                   4.081
multi-input cells             163                   41.02
inverters                       3                  0.4897
repair buffers                 36                   15.45
## cells in the final DEF, fill, tap and decap left out, types with 6 or more instances in the layout
cell type and instances:
sky130_fd_sc_hd__clkdlybuf4s50_1 34, sky130_fd_sc_hd__nor2_1 33, sky130_fd_sc_hd__conb_1 32, sky130_fd_sc_hd__dfrtp_1 28
sky130_fd_sc_hd__xor2_1 12, sky130_fd_sc_hd__nand2_1 12, sky130_fd_sc_hd__xnor2_1 11, sky130_fd_sc_hd__or4_1 7
sky130_fd_sc_hd__nor3_1 6, sky130_fd_sc_hd__nand3_1 6, sky130_fd_sc_hd__clkbuf_8 6
## power by group through the flow
stage	clock (W)	sequential [W]	combinational (W)
4_1_cts	0.000154	0.000344	0.000321
5_1_grt	0.000164	0.000354	0.000361
6_report	0.000151	0.000342	0.000317
## routing by layer
layer	routed length, um	part of all wire, %	GRT usage (%)	up-vias
met1	2011	52	20.14	679
met3	208	5.4	2.255	8
met4	55	1.4	1.754	0
met5	0	0	0	-
met2	1586	41	18.84	51
li1	-	-	-	711
Power is estimated from default activity; no workload was simulated.
