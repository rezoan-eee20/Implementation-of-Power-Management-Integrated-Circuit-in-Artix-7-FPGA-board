==> design/flow/design.v <==
`timescale 1ns / 10ps
module Mux( 
    input [2:0] sel,               
    output reg [31:0] data
    );        
    wire [31:0] t1,t2,t3,t4,t5;
    assign t1 = 5;           
    assign t2 = 6;           
    assign t3 = 5;          
    assign t4 = 3;           
    assign t5 = 3;          
   always @ (t1 or t2 or t3 or t4 or t5 or sel)  
   begin  
      case (sel)  
         3'b001 : data = t1;  
         3'b010 : data = t2;
         3'b011 : data = t3; 
         3'b100 : data = t4; 
         3'b101 : data = t5; 
         default: data = t1;
      endcase  
   end  
endmodule  
`timescale 1ns/10ps
module PMIC_FSM(
	input clk,
	input reset,
	input Low_BAT,
	input Low_POW,
	input ON_OFF,
	input timeOut,
	output reg [2:0] Mux_Sel,
	output reg load,
	output reg en,
	output reg IO_LDO_EN,
	output reg Analog_LDO_EN,
	output reg Logic_LDO_EN,
	output reg Ready 
	);
	reg [3:0] c_state;
	reg [3:0] n_state; 
	parameter IDLE = 4'b0000;	 
	parameter ST0 = 4'b1000;     
	parameter ST1 = 4'b0001;	 
	parameter ST2 = 4'b0010;	 
	parameter ST3 = 4'b0011;	 
	parameter ST4 = 4'b0100;	 
	parameter ST5 = 4'b0101;	 
	parameter ST6 = 4'b0110;	 
	parameter ST7 = 4'b0111;	 
    wire [31:0] data;
	Timer TMR(clk,reset,data,en,load,timeOut);
	Mux Multiplexer(Mux_Sel,data);
	wire ON,OFF;
	assign ON = (ON_OFF == 1);
	assign OFF = (ON_OFF == 0);
	always @(posedge clk)
	begin
	if(reset) c_state = IDLE;
	else c_state = n_state;
	end
	always @(posedge clk)
	begin
	en = 0;
	load = 0;
	case(c_state)
	IDLE: begin
		  IO_LDO_EN = 0;
		  Analog_LDO_EN = 0;
		  Logic_LDO_EN = 0;
		  Ready = 0;
		  en = 0;
			if(ON)
		    n_state = ST0;
			else if(OFF)
			n_state = IDLE;
			else 
			n_state = IDLE;
		  end	
	ST0: begin
	       IO_LDO_EN = 0;
           Analog_LDO_EN = 0;
           Logic_LDO_EN = 0;
           Ready = 0;
           if(ON)
           begin
           en = 0;
           Mux_Sel = 3'b001;
           load = 1;
           n_state = ST1;
           end
           else if(OFF)
           n_state = IDLE;
           else 
           n_state = ST0;
	     end	  
	ST1: begin
	       en = 1;
	       load = 0;
			if(ON)
			begin
			IO_LDO_EN = 1;
            Analog_LDO_EN = 0;
            Logic_LDO_EN = 0;
            Ready = 0;
			if(timeOut)
			begin
            en = 0;
            Mux_Sel = 3'b010;
            load = 1;
			n_state = ST2;
			end
			end
			else if(OFF)
			n_state = IDLE;
			else
			n_state = ST1;
		 end 	
	ST2: begin
	       en = 1;
	       load = 0;
		    if(ON)
		    begin
				if(timeOut) 
				begin
				Analog_LDO_EN = 1;
			    IO_LDO_EN = 0;
                Logic_LDO_EN = 0;
                Ready = 0;
				en = 0;
                Mux_Sel = 3'b010;
                load = 1;
				n_state = ST3;
				end
		    end
		    else if(OFF)
			n_state = IDLE;
		    else
			n_state = ST2;
		 end
	ST3: begin
	       en = 1;
	       load = 0;
			if(ON)
			begin
			     if(timeOut) 
                 begin
                 IO_LDO_EN = 0;
                 Analog_LDO_EN = 0;
                 Logic_LDO_EN = 1;
                 Ready = 1;
                 en = 0;
                 Mux_Sel = 3'b011;
                 load = 1;
                 n_state = ST4;
				 end
				 else
                 n_state = ST3;
			end
		    else if(OFF)
			n_state = IDLE;
		    else
			n_state = ST3;
		 end
	ST4: begin
	       en = 0;
	       load = 0;
			if(ON)
			begin
				IO_LDO_EN = 1;				
				Analog_LDO_EN = 1;
				Logic_LDO_EN = 1;
				Ready = 1;
				n_state = ST4;
			end
		    else if(OFF)
			n_state = ST5;
		    else
			n_state = ST4;
		 end	 
	ST5: begin
	       en = 1;
	       load = 0;
			if(ON)
			n_state = IDLE;
		    else if(OFF)
			begin
				if(timeOut) 
				begin
			    IO_LDO_EN = 1;				
                Analog_LDO_EN = 1;
				Logic_LDO_EN = 0;
				Ready = 0;
				en = 0;
                Mux_Sel = 3'b100;
                load = 1;
				n_state = ST6;
			    end
			    else
			    n_state = ST5; 
		    end 
		    else
			n_state = ST5;
		 end
	ST6: begin
	       en = 1;
	       load = 0;
			if(ON)
			n_state = IDLE;
		    else if(OFF)
			begin
				if(timeOut) 
				begin
			    IO_LDO_EN = 1;				
                Analog_LDO_EN = 0;
                Logic_LDO_EN = 0;
                Ready = 0;
                en = 0;
                Mux_Sel = 3'b101;
                load = 1;
				n_state = ST7;
				end
				else 
				n_state = ST6;
			end 	
		    else
			n_state = ST6;
		 end 
	ST7: begin
	       en = 1;
	       load = 0;
			if(ON)
			n_state = IDLE;
		    else if(OFF)
			begin
				if(timeOut)              
				begin
				n_state = IDLE;
				end
				else
				n_state = ST7;
			end 
			else
			 n_state = ST7;
		 end 	 
	default: n_state = IDLE;
	endcase
	end 
endmodule 
`timescale 1ns / 10ps
module Timer(
    input clk,
    input reset,
    input wire [31:0] data,
    input en,
    input load,
    output reg timeOut
    );
    reg [31:0] count;
    reg [31:0] timeval;
    always @(posedge clk) 
    begin
      timeOut = 0;
      if (reset)
      begin
      count = timeval;  
      end
      else if (load)
      begin
      timeval = data; 
      count = timeval;
      end
      else if (en)
      begin    
        if (count == 0)
        timeOut = 1;
        else
        count = count-1;
      end
    end
endmodule
==> design/flow/run.sh <==
#!/bin/bash
# OpenROAD 26Q1-2900-gdf79404cd8, Yosys 0.63+post, stock flow scripts
make -C /OpenROAD-flow-scripts/flow DESIGN_CONFIG=/design/flow/config.mk WORK_HOME=/design/flow/orfs finish
==> design/flow/config.mk <==
export PLATFORM = sky130hd
export DESIGN_NAME = PMIC_FSM
export DESIGN_NICKNAME = PMIC_FSM
export VERILOG_FILES = /design/flow/design.v
export SDC_FILE = /design/flow/constraint.sdc
export NUM_CORES = 4
export LEC_CHECK = 1
export CORE_UTILIZATION = 30
==> design/flow/constraint.sdc <==
current_design PMIC_FSM

set clk_period 6.7
set clk_io_pct 0.2

create_clock -name clk0 -period $clk_period [get_ports {clk}]

set non_clock_inputs [all_inputs -no_clocks]
set_input_delay [expr $clk_period * $clk_io_pct] -clock clk0 $non_clock_inputs
set_output_delay [expr $clk_period * $clk_io_pct] -clock clk0 [all_outputs]
==> insert_results.sql <==
-- metrics for the results database
INSERT INTO impl_metrics (metric_group, metric, value, unit) VALUES
('synth', 'synth.top_cell.area_share', '48.1', '%'),
('synth', 'synth.distinct_cells', '42', ''),
('synth', 'synth.cellmix.simpleShare', '24.9', '%'),
('synth', 'yosysTopAreaCell', 'sky130_fd_sc_hd__edfxtp_1', ''),
('synth', 'topCellsByArea', 'sky130_fd_sc_hd__edfxtp_1 48%, sky130_fd_sc_hd__dfxtp_1 5.0%, sky130_fd_sc_hd__a21oi_1 4.8%', ''),
('synth', 'yosys.stat.chipArea', '0.00281', 'mm^2'),
('synth', 'yosys-stat-cells', '274', ''),
('synth', 'mux_area_share', '1.11', '%'),
('synth', 'synthesis.yosys.warnings', '3', ''),
('synth', 'synthTopLogicFamily', 'simple AND/OR/NAND/NOR gates', ''),
('outcome', 'firstError', 'ERROR: Found 1 problems in ''check -assert''.', ''),
('outcome', 'stop_stage', '1_2_yosys', ''),
('synth', 'synth_xor_xnor_area_share', '3.43', '%'),
('synth', 'synth_async_sr_flop_share', '0', '%'),
('synth', 'yosys.area_share.aoi', '13.2', '%'),
('synth', 'yosys_register_bits', '52', ''),
('synth', 'ys.flop_type', 'sky130_fd_sc_hd__edfxtp_1', ''),
('synth', 'synth-edff-count', '45', ''),
('synth', 'synth-seq-area-share', '53.0', '%'),
('outcome', 'outcome', 'aborted with a tool error', ''),
('synth', 'fa_ha_area_share', '0.445', '%');
## cell usage after synthesis, types with 2 or more instances
master / number
sky130_fd_sc_hd__nor4_2: 3
sky130_fd_sc_hd__nand2_1: 14
sky130_fd_sc_hd__dfxtp_1: 7
sky130_fd_sc_hd__buf_6: 2
sky130_fd_sc_hd__nor3b_1: 2
sky130_fd_sc_hd__edfxtp_1: 45
sky130_fd_sc_hd__xnor2_1: 8
sky130_fd_sc_hd__inv_1: 6
sky130_fd_sc_hd__nand2b_1: 7
sky130_fd_sc_hd__nor2b_1: 7
sky130_fd_sc_hd__o31ai_1: 11
sky130_fd_sc_hd__or3b_2: 2
sky130_fd_sc_hd__nand4_1: 3
sky130_fd_sc_hd__nand3_1: 7
sky130_fd_sc_hd__nor2_1: 26
sky130_fd_sc_hd__and3_1: 2
sky130_fd_sc_hd__mux2i_1: 2
sky130_fd_sc_hd__or2_2: 4
sky130_fd_sc_hd__a21oi_1: 27
sky130_fd_sc_hd__o21ai_0: 19
sky130_fd_sc_hd__nor4b_1: 2
sky130_fd_sc_hd__xor2_1: 3
sky130_fd_sc_hd__nor4_1: 6
sky130_fd_sc_hd__and4_1: 3
sky130_fd_sc_hd__or3_1: 6
sky130_fd_sc_hd__and2_1: 2
sky130_fd_sc_hd__clkbuf_1: 15
sky130_fd_sc_hd__o41ai_1: 3
sky130_fd_sc_hd__or4_1: 13
sky130_fd_sc_hd__nor3_1: 5
## cells by family after synthesis
kind of cell	count (synthesis)
AOI/OAI and AO/OA	64
muxes	3
and+or+nand+nor	119
DFF	52
xor gates and xnor gates	11
adders and majority gates	1
buffers and inverters	24
